$ cat /design/flow/constraint.sdc
current_design video_timing_gen

set clk_period 3.1
set clk_io_pct 0.2

create_clock -name clk0 -period $clk_period [get_ports {I_PCLK}]

set non_clock_inputs [all_inputs -no_clocks]
set_input_delay [expr $clk_period * $clk_io_pct] -clock clk0 $non_clock_inputs
set_output_delay [expr $clk_period * $clk_io_pct] -clock clk0 [all_outputs]
$ cat /design/flow/config.mk
export PLATFORM = sky130hd
export DESIGN_NAME = video_timing_gen
export DESIGN_NICKNAME = video_timing_gen
export VERILOG_FILES = /design/flow/design.v
export SDC_FILE = /design/flow/constraint.sdc
export NUM_CORES = 4
export LEC_CHECK = 1
export CORE_AREA = 10 10 112 112
export DIE_AREA = 0 0 122 122
$ cat /design/flow/design.v
module video_timing_gen
  #(
    parameter [11:0] I_HS_END = 11'd0,
    parameter [11:0] I_HBP_END = 11'd0,
    parameter [11:0] I_HACT_END = 11'd0,
    parameter [11:0] I_HFP_END = 11'd0,
    parameter [11:0] I_VS_END = 11'd0,
    parameter [11:0] I_VBP_END = 11'd0,
    parameter [11:0] I_VACT_END = 11'd0,
    parameter [11:0] I_VFP_END = 11'd0,
    parameter        I_TP_EN = 1
  )
  (
    input   wire        I_RST,       
    input   wire        I_PCLK,      
    input   wire [23:0] I_PIX_DATA,  
    input   wire        I_VRST,      
    output  wire        O_DE,        
    output  wire        O_HS,        
    output  wire        O_VS,        
    output  wire [23:0] O_PIX_DATA   
  );
  localparam [2:0]   S_HRESET      = 3'b000;
  localparam [2:0]   S_HSYNC       = 3'b001;
  localparam [2:0]   S_HBACK       = 3'b010;
  localparam [2:0]   S_HACT        = 3'b011;
  localparam [2:0]   S_HFRONT      = 3'b100;
  localparam [2:0]   S_VRESET      = 3'b000;
  localparam [2:0]   S_VSYNC       = 3'b001;
  localparam [2:0]   S_VBACK_START = 3'b010;
  localparam [2:0]   S_VBACK       = 3'b011;
  localparam [2:0]   S_VACT        = 3'b100;
  localparam [2:0]   S_VFRONT      = 3'b101;
  wire        n_hs_done;
  wire        n_hbp_done;
  wire        n_hact_done;
  wire        n_hfp_done;
  wire        n_vs_done;
  wire        n_vbp_done;
  wire        n_vact_done;
  wire        n_vfp_done;
  wire [11:0] n_hctr;
  wire [11:0] n_vctr;
  reg [2:0]  n_hstate;
  reg [2:0]  n_vstate;
  reg         q_hs_done;
  reg         q_hbp_done;
  reg         q_hact_done;
  reg         q_hfp_done;
  reg         q_vs_done;
  reg         q_vbp_done;
  reg         q_vact_done;
  reg         q_vfp_done;
  reg [11:0]  q_hctr;
  reg [11:0]  q_vctr;
  reg [2:0]   q_hstate;
  reg [2:0]   q_vstate;
  reg        n_hde;
  reg        n_vde;
  reg        n_hsync;
  reg        n_vsync;
  reg        n_hrst;
  reg        n_vrst;
  wire [3:0]  n_hsDly;
  wire [3:0]  n_deDly;
  wire        n_de;
  wire [23:0] n_tstpat;
  wire [23:0] n_pix_data;
  reg         q_hde;
  reg         q_vde;
  reg         q_hsync;
  reg         q_vsync;
  reg         q_hrst;
  reg         q_vrst;
  reg [3:0]   q_hsDly;
  reg [3:0]   q_deDly;
  reg         q_de;
  reg [23:0]  q_tstpat;
  reg [23:0]  q_pix_data;
  assign O_DE        = q_deDly[2];
  assign O_HS        = q_hsDly[3];
  assign O_VS        = q_vsync;
  assign O_PIX_DATA  = (I_TP_EN) ? (q_tstpat) : (q_pix_data);
  assign n_hs_done    = (n_hctr == I_HS_END)    ? 1'b1 : 1'b0;
  assign n_hbp_done   = (n_hctr >= I_HBP_END)   ? 1'b1 : 1'b0;
  assign n_hact_done  = (n_hctr >= I_HACT_END)  ? 1'b1 : 1'b0;
  assign n_hfp_done   = (n_hctr >= I_HFP_END)   ? 1'b1 : 1'b0;
  assign n_vs_done    = (q_vctr >= I_VS_END)    ? 1'b1 : 1'b0; 
  assign n_vbp_done   = (q_vctr >= I_VBP_END)   ? 1'b1 : 1'b0; 
  assign n_vact_done  = (q_vctr >= I_VACT_END)  ? 1'b1 : 1'b0; 
  assign n_vfp_done   = (q_vctr >= I_VFP_END)   ? 1'b1 : 1'b0; 
  assign n_vctr       = (I_VRST == 1'b1) ? 12'h0 :         
                        (n_vrst == 1'b1) ? 12'h0 :         
                        (n_hrst == 1'b1) ? q_vctr + 1 :    
                        q_vctr;                            
  assign n_hctr       = (I_RST == 1'b1 || n_hrst == 1'b1) ? 12'h0 :  
                        q_hctr + 1;                                  
  assign n_de         = q_hde & q_vde;   
  assign n_hsDly      = {q_hsDly[2:0], n_hsync};   
  assign n_deDly      = {q_deDly[2:0], n_de};      
  assign n_tstpat     =  
                        24'h0;
  assign n_pix_data   = (q_deDly[1] == 1'b1) ? I_PIX_DATA :  
                        24'h0;                               
  always @(q_hstate, q_hs_done, q_hbp_done, q_hact_done, q_hfp_done) begin
    n_hstate  = q_hstate;
    n_hsync   = 1'b0;
    n_hde     = 1'b0;
    n_hrst    = 1'b0;
    case (q_hstate)
      S_HRESET:
        n_hstate = S_HSYNC;
      S_HSYNC:
        begin
          n_hsync = 1'b1;
          if(q_hs_done == 1'b1) begin
            n_hstate = S_HBACK;
          end
        end
      S_HBACK:
        if(q_hbp_done == 1'b1) begin
          n_hstate = S_HACT;
        end
      S_HACT:
        begin
          n_hde = 1'b1;
          if(q_hact_done == 1'b1) begin
            n_hstate = S_HFRONT;
          end
        end
      S_HFRONT:
        if(q_hfp_done == 1'b1) begin
          n_hstate = S_HSYNC;
          n_hrst = 1'b1;
        end
      default:
        n_hstate = S_HRESET;
    endcase
  end
  always @(q_vstate, n_vs_done, q_vbp_done, q_vact_done, q_vfp_done) begin
    n_vstate = q_vstate;
    n_vsync  = 1'b0;
    n_vde    = 1'b0;
    n_vrst   = 1'b0;
    case (q_vstate)
      S_VRESET :
        n_vstate = S_VSYNC;
      S_VSYNC :
        begin
          n_vsync = 1'b1;
          if(n_vs_done == 1'b1) begin
            n_vstate = S_VBACK_START;
          end
        end
      S_VBACK_START :
        begin
          n_vsync = 1'b1;
          n_vstate = S_VBACK;
        end
      S_VBACK :
        if(q_vbp_done == 1'b1) begin
          n_vstate = S_VACT;
        end
      S_VACT :
        begin
          n_vde = 1'b1;
          if (q_vact_done == 1'b1) begin
            n_vstate = S_VFRONT;
          end
        end
      S_VFRONT :
        if(q_vfp_done == 1'b1) begin
          n_vstate = S_VSYNC;
          n_vrst = 1'b1;
        end
      default :
        n_vstate = S_VRESET;
    endcase
  end
  always @(posedge I_PCLK) begin
    if(I_RST == 1'b1) begin
      q_hs_done   <= 1'b0;
      q_hbp_done  <= 1'b0;
      q_hact_done <= 1'b0;
      q_hfp_done  <= 1'b0;
      q_vs_done   <= 1'b0;
      q_vbp_done  <= 1'b0;
      q_vact_done <= 1'b0;
      q_vfp_done  <= 1'b0;
      q_hctr      <= 12'b0;
      q_vctr      <= 12'b0;
      q_hstate    <= 3'b0;
      q_vstate    <= 3'b0;
      q_hde       <= 1'b0;
      q_vde       <= 1'b0;
      q_hsync     <= 1'b0;
      q_vsync     <= 1'b0;
      q_hrst      <= 1'b0;
      q_vrst      <= 1'b0;
      q_hsDly     <= 3'b0;
      q_deDly     <= 3'b0;
      q_de        <= 1'b0;
      q_tstpat    <= 24'b0;
      q_pix_data  <= 24'b0;
    end
    else begin
      q_hs_done   <= n_hs_done;
      q_hbp_done  <= n_hbp_done;
      q_hact_done <= n_hact_done;
      q_hfp_done  <= n_hfp_done;
      q_vs_done   <= n_vs_done;
      q_vbp_done  <= n_vbp_done;
      q_vact_done <= n_vact_done;
      q_vfp_done  <= n_vfp_done;
      q_hctr      <= n_hctr;
      q_vctr      <= n_vctr;
      q_hstate    <= n_hstate;
      q_vstate    <= n_vstate;
      q_hde       <= n_hde;
      q_vde       <= n_vde;
      q_hsync     <= n_hsync;
      q_vsync     <= n_vsync;
      q_hrst      <= n_hrst;
      q_vrst      <= n_vrst;
      q_hsDly     <= n_hsDly;
      q_deDly     <= n_deDly;
      q_de        <= n_de;
      q_tstpat    <= n_tstpat;
      q_pix_data  <= n_pix_data;
    end
  end
endmodule
$ cat /design/flow/run.sh
#!/bin/bash
# OpenROAD 26Q1-2900-gdf79404cd8, Yosys 0.63+post, stock flow scripts
make -C /OpenROAD-flow-scripts/flow DESIGN_CONFIG=/design/flow/config.mk WORK_HOME=/design/flow/orfs finish
==> qor.csv <==
stage,metric,value,unit
sta,rsz0062_at_grt,no,
finish,drive_gt1_share,7.55,%
power,p_per_area,506,nW/um2
finish,final_core_util,16.0,%
global_routing,grt_pass1_vias,852,
clock_tree,cts.htree.levels,2,
routing,drt-pass1-iter-count,4,
sta,fin_tns_setup,0,ns
finish,final_cell_mix,"34 x dfxtp_1, 24 x conb_1, 23 x nor2_1, 9 x nor2b_1, 9 x xor2_1",
routing,via_per_inst,2.99,
sta,timing.final.crit_share,61.7,%
global_routing,antenna_found_initial,0,
place,dp_hpwl,1.53,mm
hold_path,min_path_type,flip-flop to flip-flop,
global_routing,gr-total-overflow,0,
clock_tree,ctsResizeCount,0,
clock_tree,cts_hold_buf,0,
synthesis,synth_cell_types,31,
synthesis,synth_area,1440,um2
finish,area_growth,13.2,%
synthesis,ys_seq_share,47.1,%
global_routing,track_usage,3.01,%
sta,min_period,1.91,ns
synthesis,synth_stat.cells,152,
routing,drt-total-wl,2.18,mm
routing,post-route-drc-count,0,
synthesis,ys.flops,34,
sta,slew_violations,0,
setup_path,cp_max_fo,7,
power,p_seq_share,55.8,%
routing,antenna_cells,0,
clock_tree,tritoncts,done,
clock_tree,clock_path_buffers,2,
sta,clock_skew,0.00493,ns
sta,hold_viol,0,
floorplan,die-area,14900,um2
synthesis,ys_warn_count,1,
finish,lay_top_count,dfxtp_1,
clock_tree,cts_sinks,34,
clock_tree,cts_root_buf,clkbuf_8,
synthesis,syn_inst,152,
setup_path,required,3.28,ns
power,p_sw,178,uW
global_routing,grt_max_degree,21,
setup_path,cp-end-kind,flip-flop,
setup_path,cp.arrival,2.09,ns
place,port_buffers,4,
synthesis,yosys.area.top_type,dfxtp_1,
floorplan,die_w,122,um
clock_tree,clkLatencyLatePin,0.28,ns
clock_tree,path_clk_slew,0.07,ns
floorplan,fp-utilization,14.1,%
global_routing,met2_usage,4.17,%
power,swShare,21.5,%
clock_tree,cts_setup_buffers,0,
power,p_int,648,uW
power,clkPwrFrac,39.4,%
synthesis,top_cell_area_share,47.1,%
place,place.gp.congestion,0.793,
synthesis,post_synth.cell_area_avg,9.50,um2
global_routing,grt_use_met3,1.60,%
routing,num_vias,882,
job,warnings,50,
global_routing,grt_pass1_wl,3.82,mm
routing,routedWlPerCell,7.38,um
power,peakVddDrop,0.158,mV
setup_path,startpoint_type,flip-flop,
power,combPwrFrac,4.8,%
floorplan,ios,54,
synthesis,area_leaders,"dfxtp_1 47%, buf_4 12%, nor2_1 6.0%",
floorplan,num_rows,37,
setup_path,path_class,flip-flop to flip-flop,
power,p_leak,0.000660,uW
run_status,outcome,"complete, no violations",
synthesis,ys_area,1440,um2
routing,drt_iter0_markers,36,
global_routing,met1_usage,4.13,%
routing,antenna_left,0,
sta,fmax,523,MHz
job,cap_violations,0,
global_routing,grt.busiest_layer,met2,
sta,setup_viol,0,
floorplan,core_area,10200,um2
floorplan,die_y,122,um
clock_tree,cts_buffers,5,
-- synth_stat cells --
library cell and number:
nor3_1 1, a22oi_1 1, nor2b_1 9, nand2b_1 1, nor2_1 23, xor2_1 9, and4_1 1, conb_1 1
o21ai_0 1, nor3b_2 1, a2111oi_2 1, and2_1 1, o211ai_1 1, nand4_1 4, nand3_1 3, clkbuf_1 2
buf_4 24, a31oi_1 2, and3_1 5, buf_1 1, nand2_1 6, xnor2_1 3, and4bb_1 1, inv_1 2
nand4_4 1, buf_6 1, ha_1 1, a21oi_1 5, dfxtp_1 34, mux2i_1 4, buf_2 2
-- critical path, stage by stage, from the launching register on --
cell and delay (ns):
dfxtp_1 0.43, ha_1 0.38, nand3_1 0.14, xor2_1 0.18, and4bb_1 0.21, o211ai_1 0.11
a2111oi_2 0.36
-- path summary, 6_finish.rpt --
| check | startpoint | to | slack (ns) | cells past startpoint |
|---|---|---|---|---|
| max | q_hctr[1] | q_hs_done | 1.19 | 6 |
| min | q_hsDly[2] | q_hsDly[3] | 0.43 | 1 |
| max reg2reg | q_hctr[1] | q_hs_done | 1.19 | 6 |
| min reg2reg | q_hsDly[2] | q_hsDly[3] | 0.43 | 1 |
-- through the flow --
stage                     hold WS [ns]  instance area (um2)  total power, uW  worst slack, ns  std cells
after global routing             0.466                 1630              872            0.991        295
final                            0.433                 1630              826             1.19        295
after detailed placement         0.422                 1540              510            0.977        287
after CTS                        0.438                 1630              841             1.19        295
after global placement           0.416                 1540              511            0.955        287
after floorplan                  0.414                 1530              518             1.44        175
-- layout make-up --
| type | instances | area [um2] |
|---|---|---|
| Multi-Input combinational cell | 109 | 629 |
| Clock buffer | 7 | 86.3 |
| Clock inverter | 1 | 5.00 |
| Timing Repair Buffer | 6 | 55.1 |
| Fill cell | 1135 | 8600 |
| Inverter | 2 | 7.51 |
| Tap cell | 136 | 170 |
| Sequential cell | 34 | 681 |
-- kinds of logic (layout without fill, tap and decap cells) --
family,Yosys count,count (layout),synth area share [%]
flops,34,34,47.1
simple gates,57,57,21.4
buf+inv,32,16,15.3
mux,4,4,2.77
fa+ha+maj,1,1,0.866
compound gates,11,11,5.03
other cells,1,24,0.260
xor+xnor,12,12,7.28
-- state kept, by name, summed over array words and instances (netlist names) --
signal	cells
q_deDly	3
q_hctr	12
q_hde	1
q_hsDly	4
q_hs_done	1
q_hstate	4
q_vbp_done	1
q_vde	1
q_vstate	6
q_vsync	1
-- metal layers --
| metal | routed length (um) | vias up | share of wire (%) |
|---|---|---|---|
| li1 | - | 462 | - |
| met1 | 1100 | 400 | 51 |
| met2 | 918 | 20 | 42 |
| met3 | 155 | 0 | 7.1 |
| met4 | 0 | 0 | 0 |
| met5 | 0 | - | 0 |
-- power groups by stage --
stage | clock, uW | sequential, uW | combinational [uW]
after CTS | 339 | 461 | 41.3
after global routing | 363 | 463 | 46.6
final | 326 | 461 | 39.6
No activity file was given, so power comes from the tool's default toggle rates.
